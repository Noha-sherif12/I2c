File: design/flow/config.mk
export PLATFORM = sky130hd
export DESIGN_NAME = address_comp
export DESIGN_NICKNAME = address_comp
export VERILOG_FILES = /design/flow/design.v
export SDC_FILE = /design/flow/constraint.sdc
export NUM_CORES = 4
export LEC_CHECK = 1
export CORE_AREA = 10 10 70 70
export DIE_AREA = 0 0 80 80
File: design/flow/constraint.sdc
current_design address_comp

set clk_period 1.1
set clk_io_pct 0.2

create_clock -name clk0 -period $clk_period [get_ports {SCL}]

set non_clock_inputs [all_inputs -no_clocks]
set_input_delay [expr $clk_period * $clk_io_pct] -clock clk0 $non_clock_inputs
set_output_delay [expr $clk_period * $clk_io_pct] -clock clk0 [all_outputs]
File: design/flow/design.v
module address_comp (SCL, RST, slave_addr, address_match, data_out);
	parameter WIDTH = 7;
	input [WIDTH-1:0] slave_addr;
	input [7:0] data_out;
	input SCL, RST;
	output reg address_match;
	always @(posedge SCL) begin
		if (!RST)
		address_match <= 0;
		else if ( data_out[WIDTH:1] == slave_addr) begin 
			address_match <= 1;
		end
	end 
endmodule 
File: design/flow/run.sh
#!/bin/bash
# OpenROAD 26Q1-2900-gdf79404cd8, Yosys 0.63+post, stock flow scripts
make -C /OpenROAD-flow-scripts/flow DESIGN_CONFIG=/design/flow/config.mk WORK_HOME=/design/flow/orfs finish
==> flow_summary_export.csv <==
group,metric,value,unit
status,status,"finished clean",
synth,ys_cells,12,
detailed_routing,vias,141,
final_layout,flop_area,20.0,sq um
synth,yosys-top-cells-area,"xnor2_1 (60%), dfxtp_1 (20%), nand4_1 (12%)",
place,dpl_cell_area,320,sq um
detailed_routing,via_per_inst,1.88,
detailed_routing,drt_wl_total,582,microns
clock_tree,cts_resized,15,
clock_tree,cts.clk_slew.worst_paths,0,ns
clock_tree,cts_hold_buf,0,
final_layout,drive_above_1_share,3.57,%
final_layout,reg_top3,"address_match x1",
synth,ys_area,103,sq um
final_layout,stdcell_area,313,sq um
detailed_routing,dr.pass1.iters,2,
die,io_pins,18,
detailed_routing,ant_nets,0,
timing,relSlewSlack,89.2,%
synth,netlist_instances,12,
worst_setup_path,crit_start,"RST",
place,portBuffers,16,
worst_setup_path,r2r_start,"address_match",
detailed_routing,drc_errors,0,
synth,synth_seq_share,19.5,%
timing,worst_slew_pin_slew,0.161,ns
clock_tree,clock.latency.late_pin,0,ns
global_route,grt_pass1_wl,931,microns
final_layout,syn2layout_area_growth,205,%
final_layout,fin_util,9.16,%
pwr,vdd_drop_max,0.0829,mV
pwr,p_leak,0.112,nW
place,post-place-ws,-0.138,ns
worst_setup_path,startpoint_type,"input port",
die,num_rows,21,
hold_path,hold_path_class,"reg -> reg",
worst_setup_path,cp_data_required_time,1.03,ns
synth,synthArstFlopShare,0,%
global_route,grt_pass1_vias,174,
worst_setup_path,crit_type,"in -> reg",
synth,synth_top_flop_cell,"dfxtp_1",
final_layout,logic_area,90.1,sq um
die,initial_core_util,3.00,%
timing,setup_tns,0,ns
synth,synth_warnings,1,
timing,layout_min_cycle_time,1.03,ns
synth,syn_area_per_cell,8.55,sq um
final_layout,largest_reg_flops,1,
place,routabilityCongestion,0.613,
timing,setup_viol,0,
synth,yosysTopAreaCell,"xnor2_1",
worst_setup_path,cp-end-kind,"flip-flop",
timing,setup_ws,0.0735,ns
global_route,grt_antenna_before_repair,1,
die,fp.dieW,80,microns
timing,clock.fmax,974,MHz
timing,finalClockSkew,0,ns
die,die-area,0.00640,sq mm
hold_path,worstHoldStart,"address_match",
synth,syn_area,103,sq um
global_route,grt_max_degree,3,
timing,slew_viol_final,0,
clock_tree,cts_setup_buffers,0,
worst_setup_path,crit_fanout,2,
global_route,overflow,0,
worst_setup_path,crit_arrival,0.96,ns
synth,synth-seq-cells,1,
run,tool_warnings,29,
synth,common_cells,"xnor2_1 (7), nand4_1 (2), dfxtp_1 (1), nand2_1 (1), o21ai_1 (1)",
detailed_routing,wl_per_cell,7.76,microns
timing,rsz0062_at_grt,"false",
pwr,power-per-cell-area,354,mW/mm^2
synth,yosysTopAreaCellShare,59.8,%
synth,synth-edff-count,0,
timing,fin_crit_sh,93.3,%
pwr,power,0.111,mW
synth,ys_types,5,
die,fp.coreArea,0.00342,sq mm
run,cap_violations,0,
final_layout,fillers,414,
timing,hold_viol,0,
global_route,grtUsageTotal,1.87,%
detailed_routing,drtIter0Drc,6,
synth,top_cell,"xnor2_1",
die,fp.dieH,80,microns
final_layout,top_register,"address_match",
## placed cells by master (no fill, tap or decap), drive strengths merged
| master | n |
|---|---|
| diode | 1 |
| clkdlybuf4s50 | 2 |
| dfxtp | 1 |
| dlygate4sd2 | 14 |
| xnor2 | 7 |
| nand2 | 1 |
| nand4 | 2 |
| o21ai | 1 |
## power breakdown
| group | switching (mW) | internal (mW) | leakage (nW) |
|---|---|---|---|
| Sequential | 0.000187 | 0.0375 | 0.00806 |
| Combinational | 0.0237 | 0.0492 | 0.104 |
| Clock | 0 | 0.00000243 | 0.00000634 |
| Total | 0.0239 | 0.0867 | 0.112 |
## worst paths after layout
check             endpoint  slack [ns]  depth (start not counted)
max          address_match        0.07                          3
min          address_match        0.44                          2
max reg2reg  address_match        0.59                          2
min reg2reg  address_match        0.44                          2
## layer usage
layer | track usage (%) | vias up | part of all wire [%]
li1 | - | 75 | -
met1 | 2.44 | 53 | 45
met2 | 2.57 | 13 | 38
met3 | 1.36 | 0 | 17
met4 | 0 | 0 | 0
met5 | 0 | - | 0
## logic make-up (layout without fill, tap and decap cells)
group | after synthesis | in the layout | synth area share, %
compound gates | 1 | 1 | 4.87
xor+xnor | 7 | 7 | 59.8
buf+inv | 0 | 16 | 0
flops | 1 | 1 | 19.5
other cells | 0 | 1 | 0
simple gates | 3 | 3 | 15.8
## per-stage QoR
step	hold WS [ns]	std cells
floorplan	0.339	12
global placement	0.436	74
detailed placement	0.443	74
CTS	0.444	74
global route	0.465	74
finish	0.445	75
## critical path: stages
cell and delay, ns:
clkdlybuf4s50_1 0.48, nand4_1 0.12, o21ai_1 0.14
## area by class of cell
class | instances | area share, %
sequential | 1 | 6.40
antenna | 1 | 0.800
multi-input combinational | 11 | 28.8
timing repair buffer | 16 | 45.6
tap | 46 | 18.4
Power is estimated from default activity; no workload was simulated.
