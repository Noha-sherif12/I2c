### ./run.sh
#!/bin/bash
# OpenROAD 26Q1-2900-gdf79404cd8, Yosys 0.63+post, stock flow scripts
make -C /OpenROAD-flow-scripts/flow DESIGN_CONFIG=/design/flow/config.mk WORK_HOME=/design/flow/orfs finish
### ./config.mk
export PLATFORM = sky130hd
export DESIGN_NAME = FSM
export DESIGN_NICKNAME = FSM
export VERILOG_FILES = /design/flow/design.v
export SDC_FILE = /design/flow/constraint.sdc
export NUM_CORES = 4
export LEC_CHECK = 1
export CORE_AREA = 10 10 71 71
export DIE_AREA = 0 0 81 81
### ./constraint.sdc
current_design FSM

set clk_period 1.4
set clk_io_pct 0.2

create_clock -name clk0 -period $clk_period [get_ports {SCL}]

set non_clock_inputs [all_inputs -no_clocks]
set_input_delay [expr $clk_period * $clk_io_pct] -clock clk0 $non_clock_inputs
set_output_delay [expr $clk_period * $clk_io_pct] -clock clk0 [all_outputs]
### ./design.v
module FSM(sda_in, SCL, RST, bit_count, WAIT, WAIT_T1, WAIT_R1, address_match, address_enable, ACK_enable, bit_count_enable, TX_valid,  RX_valid, ENABLE,  address_valid); 
input SCL, RST, bit_count, WAIT, WAIT_T1, address_match, sda_in;
output reg address_enable, ACK_enable,   WAIT_R1, bit_count_enable, ENABLE, TX_valid,  RX_valid,  address_valid;
reg [2:0] current_state, next_state;
parameter IDLE = 3'b000;
parameter START_STATE = 3'b001;
parameter ADDR_MATCH = 3'b010;
parameter ACK_STATE = 3'b011;
parameter DATA_TX = 3'b100;
parameter DATA_RX = 3'b101;
parameter WAIT_RX = 3'b110;
parameter WAIT_TX = 3'b111;
always @(posedge SCL)
 begin
  if(!RST)
    current_state <= IDLE ;
  else
    current_state <= next_state ;
   end
 always @(posedge SCL)
 begin 
 	case(current_state)
 		IDLE : begin 
 			if(!sda_in && SCL)
 				next_state = START_STATE;
 			else 
 				next_state = IDLE;
 		end 
 		START_STATE : begin
 			if(address_match)
 				next_state = ADDR_MATCH;
 			else 
 				next_state = START_STATE;
 		end 
 		ADDR_MATCH : begin 
 			if(sda_in | !sda_in)
 				next_state = ACK_STATE;
 			else 
 				next_state = ADDR_MATCH;
 		end 
 		ACK_STATE : begin 
 			if(sda_in && SCL)
 				next_state = DATA_TX;
 			else if (!sda_in && SCL) 
 				next_state = DATA_RX;
 			else 
 				next_state = IDLE;
 		end 
 		DATA_TX : begin
 			if(WAIT_TX)
 				next_state = WAIT_TX;
 			else if(sda_in)
 				next_state = IDLE;
 		end
 		WAIT_TX : begin 
 		  if (bit_count)
    	next_state = IDLE;
 			else 
 			  next_state = DATA_TX;
 			  end
 		DATA_RX : begin 
 			if(WAIT)
 				next_state = WAIT_RX;
 			else 
 				next_state = IDLE;
 				end 
  WAIT_RX : begin 
  if (bit_count)
    	next_state = ACK_STATE;
 			else 
 				next_state = DATA_RX;
 				end 
 		default: begin
			 next_state = IDLE ; 
           end	
  endcase                 	   
 end 
always @(current_state)
begin 
	case(current_state)
		IDLE : begin
		  address_enable = 1'b0;
		   address_valid = 1'b0;
		   WAIT_R1 = 1'b0;
      ACK_enable = 1'b0;
      bit_count_enable = 1'b0;
      TX_valid = 1'b0;
      RX_valid = 1'b0;
      ENABLE =  1'b0;
    end 
	START_STATE : begin 
		  address_enable = 1'b1;
		  address_valid = 1'b1;
		   WAIT_R1 = 1'b0;
          ACK_enable = 1'b0;
          bit_count_enable = 1'b0;
          TX_valid = 1'b0;
          RX_valid = 1'b0;
            ENABLE =  1'b0;
        end 
	ADDR_MATCH : begin 
		  address_enable = 1'b0;
		  address_valid = 1'b0;
		      WAIT_R1 = 1'b0;
          ACK_enable = 1'b0;
          bit_count_enable = 1'b0;
          TX_valid = 1'b0;
          RX_valid = 1'b0;		
            ENABLE =  1'b0;
      end 
	ACK_STATE : begin 
		  address_enable = 1'b0;
		  address_valid = 1'b0;
          ACK_enable = 1'b1;
          bit_count_enable = 1'b0;
          TX_valid = 1'b0;
           WAIT_R1 = 1'b0;
          RX_valid = 1'b0;
            ENABLE =  1'b1;
	end 
	DATA_TX : begin 
		  address_enable = 1'b0;
		  address_valid = 1'b0;
          ACK_enable = 1'b0;
          bit_count_enable = 1'b1;
          TX_valid = 1'b1;
             WAIT_R1 = 1'b0;
          RX_valid = 1'b0;
            ENABLE =  1'b1;
        end 
    DATA_RX :  begin
    	  address_enable = 1'b0;
    	  address_valid = 1'b0;
          ACK_enable = 1'b0;
          bit_count_enable = 1'b1;
          TX_valid = 1'b0;
          RX_valid = 1'b1;
            ENABLE =  1'b0;
         WAIT_R1 = 1'b1;
     end 
	endcase
end
endmodule
==> metrics.yaml <==
outcome:
  status: "finished clean"
logic_synthesis:
  ys_cells: 43
  syn_area_per_cell_um2: 10.0
  ys_area_um2: 432
  edf_count: 0
  top_area_cell: "dfxtp_1"
  synth.distinct_cells: 22
  netlist_area_um2: 432
  top_cell_area_share: 0.278
  synthFlopType: "dlxtn_1"
  syn-instance-count: 43
  yosysWarnings: 1
  ys_async_sr_fraction: 0
  topCellsByArea: "dfxtp_1, dlxtn_1, nor2b_4, and2_1, buf_4"
  common_cells: "dfxtp_1, dlxtn_1, and2_1, buf_4, o21ai_0"
  ys_ff: 12
setup_path:
  worstReg2RegStart: "current_state[2]$_SDFF_PN0_"
  critPathSlowestCell: "o22a_1"
  slowest_delay_ns: 0.21
  crit_type: "clock port to flip-flop"
  cp_data_required_time_ns: 1.61
  cp_max_fo: 2
  crit_path_start: "SCL"
  arrival_ns: 1.51
  r2r-end: "next_state[2]$_DFF_P_"
  crit_path_frequent_cell: "clkbuf_8"
  critPathCaptureType: "flip-flop"
  crit_family: "buffers and inverters"
  critPathBufInv: 4
  rr_worst_depth: 3
  path_cells: "clkbuf_8 > clkbuf_8 > clkbuf_8 > nand2b_4 > clkbuf_8 > a21oi_2 > o22a_1"
  start_kind: "clock port"
  rrSetupSlack_ns: 0.24
timing:
  untimed_endpoints: 14
  clock_skew_ns: 0.00152
  tightest_slew_ns: 0.381
  report.final.setup_viol: 0
  holdWs_ns: 0.320
  rsz0062_at_grt: "no"
  slew_viol_final: 0
  setup_ws_ns: 0.0970
  unclocked_regs: 6
  slew_headroom: 0.745
  hold_viol_final: 0
  setup_tns_ns: 0
floorplan:
  die_height_um: 81
  fp_util: 0.119
  io_pins: 15
  die-area_um2: 6560
  core_area_um2: 3630
  rows: 22
  fp.dieW_um: 81
placement:
  gp_congestion: 0.718
  post_dp_cell_area_um2: 577
  portBuffers: 13
  post-dp-hpwl_um: 647
  post-place-ws_ns: 0.193
grt:
  grt_start_max_net_pins: 12
  antenna_found_initial: 0
  grt_pass1_vias: 439
  overflow: 0
  grt_pass1_wl_um: 1650
  track_usage: 0.0328
power:
  seq_power_share: 0.243
  clkPwrFrac: 0.678
  p_switching_uw: 294
  pwr_density_cell_nw_per_um2: 1640
  leakagePower_uw: 0.000291
  p_comb_frac: 0.079
  intPower_uw: 910
  p_sw_frac: 0.244
  vdd_ir_drop_max_mv: 0.982
clock_tree:
  cts_tree: "done"
  cts.clk_slew.worst_paths_ns: 0.03
  ctsHoldBuffers: 0
  clk_latency_ns: 0.32
drt:
  num_vias: 359
  drtAntennaViolNets: 0
  drtIter0Drc: 25
  wirelength_um: 1000
  drtPass1Iterations: 2
  routedWlPerCell_um: 9.03
  antennaDiodeCount: 0
  drcViolationCount: 0
  vias_per_cell: 3.23
finish:
  fillCellCount: 399
  fin_area_um2: 733
  area_delta_synth_final_pct: 69.9
  final_layout_size_suffix_gt1_frac: 0.270
job:
  max_cap_viol_count: 0
  log.warning_count: 32
min_path:
  hold_end: "next_state[2]$_DFF_P_"
  min_from: "SCL"
  min_path_cells: 6
  hp-class: "clock port to flip-flop"
-- placed cells by master, fill, tap and decap left out, types with 2 or more instances in the layout --
cell             instances
and2_1                   4
clkbuf_1                 2
clkbuf_8                10
clkdlybuf4s50_1         13
dfxtp_1                  6
dlxtn_1                  6
nand2_1                  2
nor2_1                   2
nor2b_4                  2
o21ai_0                  3
-- how the worst max path moves through the flow --
| stage | end | slack, ns | cells after the start |
|---|---|---|---|
| 6_report | next_state[0]$_DFF_P_ | 0.1 | 7 |
| 5_1_grt | next_state[2]$_DFF_P_ | 0.007 | 6 |
| 4_1_cts | next_state[0]$_DFF_P_ | 0.09 | 7 |
-- state kept, by name, summed over array words and instances (netlist names) --
| signal | flops |
|---|---|
| ENABLE | 1 |
| current_state | 3 |
| bit_count_enable | 1 |
| TX_valid | 1 |
| WAIT_R1 | 1 |
| address_enable | 1 |
| ACK_enable | 1 |
| next_state | 3 |
-- tightest hold or removal path: stages --
cell and delay [ns]:
clkbuf_8 0.09, clkbuf_8 0.11, clkbuf_8 0.11, and3b_1 0.14, o21ai_0 0.08, o21ai_0 0.07
-- stage by stage --
stage / utilization / instances / power (uW)
2_1_floorplan: - / 43 / 430
3_3_place_gp: 0.159 / 99 / 429
3_5_place_dp: 0.159 / 99 / 437
4_1_cts: 0.202 / 111 / 1230
5_1_grt: 0.202 / 111 / 1290
6_report: 0.202 / 111 / 1200
-- routing by layer --
metal  share of wire  track usage  vias up
li1                -            -      177
met1            0.46       0.0354      162
met2            0.36       0.0295       20
met3            0.18       0.0445        0
met4               0       0.0225        0
met5               0            0        -
-- power groups by stage --
| stage | logic, uW | clock network, uW | registers, uW |
|---|---|---|---|
| after CTS | 96.5 | 846 | 291 |
| after global routing | 106 | 878 | 305 |
| final | 95.3 | 817 | 292 |
-- repair_timing --
item                       in CTS  in global routing
setup endpoints to repair       2                  0
resized                         2                  0
setup buffers                   0                  0
-- cell type report --
| cell class | count | area (um2) | share of cell area |
|---|---|---|---|
| Sequential cell | 12 | 210 | 0.287 |
| Tap cell | 48 | 60.1 | 0.0819 |
| Multi-Input combinational cell | 25 | 184 | 0.251 |
| Clock buffer | 12 | 145 | 0.198 |
| Timing Repair Buffer | 13 | 130 | 0.177 |
| Inverter | 1 | 3.75 | 0.00512 |
-- cell families (layout without fill, tap and decap cells) --
kind of cell | Yosys count | count (layout) | share of synthesized area
AND-OR/OR-AND | 8 | 8 | 0.122
buffers and inverters | 6 | 26 | 0.113
flip-flops | 6 | 6 | 0.278
latches | 6 | 6 | 0.209
multiplexers | 1 | 1 | 0.0232
AND/OR/NAND/NOR | 16 | 16 | 0.255
Power and IR drop assume default switching activity.
