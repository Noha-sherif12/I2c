<file path="flow/run.sh">
#!/bin/bash
# OpenROAD 26Q1-2900-gdf79404cd8, Yosys 0.63+post, stock flow scripts
make -C /OpenROAD-flow-scripts/flow DESIGN_CONFIG=/design/flow/config.mk WORK_HOME=/design/flow/orfs finish
</file>
<file path="flow/design.v">
module master_to_slave(SCL, SDA, RST, bit_count, data_out, RX); 
input RST, SCL, RX;
input  bit_count;
output [7:0] data_out;  
inout SDA;
reg [7:0] shift_reg;  
always @(posedge SCL)
begin 
if(!RST)
begin 
	shift_reg <= 8'b0;
end
else if (bit_count == 'b1)
begin 
	shift_reg <= {SDA, shift_reg[7:1]}; 
end
end
assign data_out = shift_reg;  
endmodule 
</file>
<file path="flow/config.mk">
export PLATFORM = sky130hd
export DESIGN_NAME = master_to_slave
export DESIGN_NICKNAME = master_to_slave
export VERILOG_FILES = /design/flow/design.v
export SDC_FILE = /design/flow/constraint.sdc
export NUM_CORES = 4
export LEC_CHECK = 1
export CORE_AREA = 10 10 70 70
export DIE_AREA = 0 0 80 80
</file>
<file path="flow/constraint.sdc">
current_design master_to_slave

set clk_period 1.0
set clk_io_pct 0.2

create_clock -name clk0 -period $clk_period [get_ports {SCL}]

set non_clock_inputs [all_inputs -no_clocks]
set_input_delay [expr $clk_period * $clk_io_pct] -clock clk0 $non_clock_inputs
set_output_delay [expr $clk_period * $clk_io_pct] -clock clk0 [all_outputs]
</file>
==> metrics.cfg <==
[synth]
postSynthCellCount=25
synth_area_per_cell_um2=12.1
logic_family=multiplexers
ys_cells=25
seq_area_frac_synth_pct=53.1
synth-simple-area-share_pct=16.6
ys_sh_aoi_pct=0
syn-cell-area_um2=302
adder_share_pct=0
synthDistinctLibCells=4
ys_sh_mux_pct=26.6
synth.cellmix.xorXnorShare_pct=0
synthesis.yosys.warnings=1
ys_seq_elements=8
yosysChipArea_um2=302

[status]
flow.stopped_at=global routing
outcome=did not finish
error=[ERROR RSZ-0074] Failed to build tree from global routes for pin 'SDA' and net 'SDA' at grid (44850, 72450): found route to 2 pins, expected 1

[placement]
gpl.final_weighted_congestion=0.678
port_buffers=10

[die]
io_pins=13
die_w_um=80
initial_utilization_pct=8.83
num_rows=21
die_h_um=80

[cts]
clock-root-buffer=clkbuf_4
htree_levels=1
cts-buffers-inserted=3
postCtsSetupBuffers=0
clock-sinks=8
clockBufferDepth=2

[global_routing]
grt_max_degree=9

[sta]
number_of_unconstrained_endpoints=1

[cell usage after synthesis (all sizes together)]
cell type | n | area share (%)
mux2i | 8 | 27
dfxtp | 8 | 53
nor2b | 8 | 17
buf | 1 | 3.7
[stage by stage]
step	cells	power (mW)	setup slack, ns	area (µm²)	hold slack (ns)
CTS	92	0.629	0.00194	547	0.127
detailed placement	89	0.391	-0.206	515	0.386
floorplan	25	0.359	0.343	302	0.328
global placement	89	0.390	-0.198	515	0.380
[cell families after synthesis]
| group | after synthesis |
|---|---|
| and+or+nand+nor | 8 |
| DFF | 8 |
| buffers and inverters | 1 |
| muxes | 8 |
[timing repair]
action / CTS
hold buffers: 0
endpoints found under the setup margin: 8
endpoints found under the hold margin: 0
resized: 23
Power figures rest on the tool's default switching activity, not on a simulated workload.
